--- ./config.mk ---
export PLATFORM = sky130hd
export DESIGN_NAME = InstructionMemory
export DESIGN_NICKNAME = InstructionMemory
export VERILOG_FILES = /design/flow/design.v
export SDC_FILE = /design/flow/constraint.sdc
export NUM_CORES = 4
export LEC_CHECK = 1
export CORE_UTILIZATION = 50
--- ./constraint.sdc ---
current_design InstructionMemory

set clk_period 5.9
set clk_io_pct 0.2

create_clock -name clk0 -period $clk_period

set non_clock_inputs [all_inputs -no_clocks]
set_input_delay [expr $clk_period * $clk_io_pct] -clock clk0 $non_clock_inputs
set_output_delay [expr $clk_period * $clk_io_pct] -clock clk0 [all_outputs]
--- ./design.v ---
module InstructionMemory(Inst_Address,Instruction);
  input [63:0] Inst_Address;
  output reg [31:0]Instruction;
  reg [7:0] InstMemory [95:0]; 
  integer i;
  initial  
    begin 
      InstMemory[0] = 8'b01100011;
      InstMemory[1] = 8'b01000100;
      InstMemory[2] = 8'b10001011;
      InstMemory[3] = 8'b0;
	  InstMemory[4] = 8'b01100011;
      InstMemory[5] = 8'b00001110;
      InstMemory[6] = 8'b00000000;
      InstMemory[7] = 8'b00000100;
      InstMemory[8] = 8'b10010011;
      InstMemory[9] = 8'b00001011;
      InstMemory[10] = 8'b00001011;
      InstMemory[11] = 8'b0;
      InstMemory[12] = 8'b10010011;
      InstMemory[13] = 8'b00001110;
      InstMemory[14] = 8'b00001110;
      InstMemory[15] = 8'b0;
      InstMemory[16]= 8'b01100011;
      InstMemory[17] = 8'b11000100;
      InstMemory[18] = 8'b10001011;
      InstMemory[19] = 8'b0;
      InstMemory[20] = 8'b11100011;
      InstMemory[21] = 8'b00000110;
      InstMemory[22] = 8'b00000000;
      InstMemory[23] = 8'b11111110;
      InstMemory[24] = 8'b00000011;
      InstMemory[25] = 8'b00110110;
      InstMemory[26] = 8'b00001110;
      InstMemory[27] = 8'b00000000;
      InstMemory[28]=8'b10000011;
      InstMemory[29]=8'b10110110;
      InstMemory[30]=8'b00001110;
      InstMemory[31]=8'b00000000;
      InstMemory[32]=8'b01100011;
      InstMemory[33]=8'b01001110;
      InstMemory[34]=8'b11010110;
      InstMemory[35]=8'b00000000;
      InstMemory[36]=8'b10010011;
      InstMemory[37]=8'b10001011;
      InstMemory[38]=8'b00011011;
      InstMemory[39]=8'b00000000;
      InstMemory[40]=8'b10010011;
      InstMemory[41]=8'b10001110;
      InstMemory[42]=8'b10001110;
      InstMemory[43]=8'b00000000;
      InstMemory[44]=8'b11100011;
      InstMemory[45]=8'b11000110;
      InstMemory[46]=8'b10001011;
      InstMemory[47]=8'b11111110;
      InstMemory[48]=8'b00010011;
      InstMemory[49]=8'b00001011;
      InstMemory[50]=8'b00011011;
      InstMemory[51]=8'b00000000;
      InstMemory[52]=8'b00010011;
      InstMemory[53]=8'b00001110;
      InstMemory[54]=8'b10001110;
      InstMemory[55]=8'b0;
      InstMemory[56]=8'b11100011;
      InstMemory[57]=8'b00000100;
      InstMemory[58]=8'b00000000;
      InstMemory[59]=8'b11111100;
      InstMemory[60]=8'b10110011;
      InstMemory[61]=8'b00000010;
      InstMemory[62]=8'b00000110;
      InstMemory[63]=8'b0;
      InstMemory[64]=8'b00100011;
      InstMemory[65]=8'b00110000;
      InstMemory[66]=8'b11011110;
      InstMemory[67]=8'b0;
      InstMemory[68]=8'b00100011;
      InstMemory[69]=8'b10110000;
      InstMemory[70]=8'b01011110;
      InstMemory[71]=8'b0;
      InstMemory[72]=8'b10010011;
      InstMemory[73]=8'b10001011;
      InstMemory[74]=8'b00011011;
      InstMemory[75]=8'b0;
      InstMemory[76]=8'b10010011;
      InstMemory[77]=8'b10001110;
      InstMemory[78]=8'b10001110;
      InstMemory[79]=8'b00000000;
      InstMemory[80]=8'b11100011;
      InstMemory[81]=8'b11000100;
      InstMemory[82]=8'b10001011;
      InstMemory[83]=8'b11111100;
      InstMemory[84]=8'b00010011;
      InstMemory[85]=8'b00001011;
      InstMemory[86]=8'b00011011;
      InstMemory[87]=8'b0;
      InstMemory[88]=8'b00010011;
      InstMemory[89]=8'b00001110;
      InstMemory[90]=8'b10001110;
      InstMemory[91]=8'b0;
      InstMemory[92]=8'b11100011;
      InstMemory[93]=8'b00000010;
      InstMemory[94]=8'b00000000;
      InstMemory[95]=8'b11111010;
    end 
  always @(Inst_Address) 
    begin
      Instruction = {InstMemory[Inst_Address + 3], InstMemory[Inst_Address + 2],InstMemory[Inst_Address + 1], InstMemory[Inst_Address]} ;
    end
endmodule
--- ./run.sh ---
#!/bin/bash
# OpenROAD 26Q1-2900-gdf79404cd8, Yosys 0.63+post, stock flow scripts
make -C /OpenROAD-flow-scripts/flow DESIGN_CONFIG=/design/flow/config.mk WORK_HOME=/design/flow/orfs finish
==> changes_impl.md <==
### Changed

- Status: completed
- Placed cells: 921
- Worst Hold End: Instruction[3]
- HPWL after DPL: ~13000 um
- Drt total wl: around 19000 um
- Setup Crit Path Kind: in2out
- Fillcell total: 933
- Syn Area/Cell: ~6 um^2
- RSZ-0062 raised after global routing: no
- Max-Cap Viols: 0
- CP delay by family, top: buffers and inverters
- Distinct cells, synth: ~75
- CP endpoint kind: primary output
- Syn. warnings: 1
- Grt ovf: 0
- Flop pwr share: 0%
- Share of cells above drive strength 1: between 10% and 20%
- FMAX: between 150 and 200 MHz
- Total negative setup slack: 0 ps
- Routed wire per std cell: about 21 um
- Combinational share of power: 100.0%
- Post-synthesis cell count: a little under 800
- Clkbuf count: 0
- DP Area: between 5000 and 6000 um^2
- Sequential area share after synthesis: 0%
- Final Max Tran Viols: 0
- Number of antenna-violating nets in the routed design: 0
- Lkg Pwr: approximately 1.9 nW
- Power per cell area: approximately 110 nW/um^2
- Port Buffers: 39
- Die height: 100 um
- Initial antenna violation count: 0
- Final worst path period need: ~5700 ps
- Sw Share: 58.3%
- Place WS: around 150 ps
- Critical Path RT: approximately 4700 ps
- DR DRC count: 0
- Top cell excl fill/tap: nand2_1
- Hold_buf cts: 0
- Critical path fanouts, max: 30
- DR iter-0 viols: between 500 and 600
- IO Pins: ~96
- Area of the mapped netlist: between 4000 and 5000 um^2
- Final std cells w/o fill: approximately 900
- Hold Path Class: in2out
- Most common logic cells in the final layout: nand2_1 (92), nor2_1 (80), a21oi_1 (79)
- Pwr Total: between 0.6 and 0.7 mW
- Chip area: 9990 um^2
- Slew at the pin with the worst max-slew slack: just under 900 ps
- Fin. Hold Viols: 0
- CP Buf/Inv Count: 3
- Area Growth Syn to Fin: 10.8%
- Psw: between 0.3 and 0.4 mW
- Cells along the critical path: clkdlybuf4s50_1 -> buf_4 -> nand3_2 -> xnor2_2 -> xnor2_1 -> nor3_1 -> or4_1 -> a32oi_1 -> clkdlybuf4s50_1
- Final Cycle Share: 97.4%
- Diode count: 0
- First-pass GRT wire length: 30400 um
- Hold depth: 5
- Crit path top cell by count: clkdlybuf4s50_1
- DR pass1 iterations: 6
- Row cnt: 35
- Routability cong.: 0.988
- Initial core utilization: between 50% and 60%
- Flop count: 0
- Total routing usage reported by global routing: between 30% and 40%
- DIE WIDTH: roughly 100 um
- Clock share of power: 0%
- Sequential cell area: 0 um^2
- Vias in the first global route: 5655
- Maximum vdd ir drop: about 66 uV
- Final setup violation count: 0
- Log Warnings: about 99
- Finished layout cell area: ~5300 um^2
- Launch point of the worst hold path: Inst_Address[4]
- Largest net degree at the start of global routing: between 40 and 50
- CP peak stage delay: roughly 700 ps
- CP Launch Type: input port
- Worst path arrival time: around 4600 ps
- DR vias/cell: between 6 and 7
- Via count: between 6000 and 7000
- Relative slew slack: 40.2%
- Core area: between 9000 and 10000 um^2
- Slowest CP cell: clkdlybuf4s50_1
- Yosys cell count: approximately 800
- Setup slack after layout: ~160 ps
- Yosys stat area: about 4800 um^2
- Internal Power: roughly 0.25 mW
[Yosys cell counts, types with 9 or more instances]
master    number  share of area, %
o22ai_1       11               1.4
clkbuf_1      51               4.0
nand3_1       30               3.1
buf_2         33               3.4
a211oi_1      22               3.4
ha_1          15               3.9
nand2_1       92               7.2
mux2i_1       11               2.3
inv_1         11              0.86
nor2b_1        9               1.2
a31oi_1       31               4.0
a21oi_1       79               8.2
o211ai_1      20               3.1
o21ai_0       69               7.2
xnor2_1       16               2.9
buf_4         10               1.6
a311oi_1      11               2.0
nor2_1        80               6.3
nor3_1        29               3.0
[power groups by stage]
stage | clock network, mW | registers [mW] | logic [mW]
finish | 0 | 0 | 0.610
global route | 0 | 0 | 0.661
CTS | 0 | 0 | 0.594
[metal layers]
metal | vias up | track usage [%] | wire length, um
met2 | 466 | 56.7 | 8240
met3 | 58 | 5.31 | 2280
met4 | 0 | 13.0 | 615
met5 | - | 0 | 0
met1 | 2927 | 57.5 | 7850
li1 | 2987 | - | -
[logic make-up (layout without fill, tap and decap cells)]
| group | after synthesis | count (layout) | synth area share [%] |
|---|---|---|---|
| AOI/OAI and AO/OA | 332 | 332 | 45.5 |
| adders and majority gates | 15 | 15 | 3.91 |
| buffers and inverters | 117 | 114 | 11.3 |
| xor gates and xnor gates | 35 | 35 | 9.44 |
| and+or+nand+nor | 283 | 283 | 26.9 |
| muxes | 13 | 13 | 3.00 |
[worst min-delay path, stage by stage]
cell and delay (ps):
buf_2 260, a31oi_1 190, nand2_1 60, o21ai_0 70, clkdlybuf4s50_1 460
[layout make-up]
cell class	instances	area [um^2]	area share [%]
inverters	14	52.6	0.988
multi-input cells	678	4270	80.3
well taps	129	161	3.04
repair buffers	100	833	15.7
[repair_timing]
item	in CTS	in global routing
gates resized	0	2
buffers inserted	0	0
setup endpoints to repair	0	2
[worst max path at each step]
stage | startpoint | to | cells after the start | slack [ps]
CTS | Inst_Address[0] | Instruction[15] | 11 | 140
global route | Inst_Address[1] | Instruction[12] | 11 | 10
finish | Inst_Address[1] | Instruction[20] | 9 | 160
[metrics by stage]
step	hold slack [ps]	utilization (%)
finish	3390	57.3
floorplan	2640	-
detailed placement	3390	57.1
global route	3490	57.3
global placement	3400	57.1
CTS	3400	57.1
Power is estimated from default activity; no workload was simulated.
