**/design/flow/run.sh**
```bash
#!/bin/bash
# OpenROAD 26Q1-2900-gdf79404cd8, Yosys 0.63+post, stock flow scripts
make -C /OpenROAD-flow-scripts/flow DESIGN_CONFIG=/design/flow/config.mk WORK_HOME=/design/flow/orfs finish
```
**/design/flow/config.mk**
```make
export PLATFORM = sky130hd
export DESIGN_NAME = regFile
export DESIGN_NICKNAME = regFile
export VERILOG_FILES = /design/flow/design.v
export SDC_FILE = /design/flow/constraint.sdc
export NUM_CORES = 4
export LEC_CHECK = 1
export CORE_UTILIZATION = 50
```
**/design/flow/constraint.sdc**
```tcl
current_design regFile

set clk_period 17.1
set clk_io_pct 0.2

create_clock -name clk0 -period $clk_period [get_ports {clk}]

set non_clock_inputs [all_inputs -no_clocks]
set_input_delay [expr $clk_period * $clk_io_pct] -clock clk0 $non_clock_inputs
set_output_delay [expr $clk_period * $clk_io_pct] -clock clk0 [all_outputs]
```
**/design/flow/design.v**
```verilog
module regFile(clk,reset,rs1,rs2,rd, write_data,RegWrite, readdata1,readdata2); 
 input clk;
  input reset; 
  input [4:0] rs1; 
  input [4:0] rs2;
  input [4:0] rd; 
  input [63:0]write_data; 
  input RegWrite; 
  output reg [63:0]readdata1; 
  output reg [63:0]readdata2; 
  integer i;
  reg [63:0] Registers [31:0]; 
  initial  
    begin 
      for (i = 0; i < 32; i = i + 1)
      begin 
        Registers[i] = 0;
      end 
      Registers[8] = 5;
    end 
  always @(posedge clk) 
    if (RegWrite)
    Registers[rd] = write_data; 
  always@(*)
  begin 
    if (reset) 
      begin
        readdata1 = 0; 
        readdata2 = 0;
      end
    else
      begin
    readdata1 = Registers[rs1]; 
    readdata2 = Registers[rs2];
      end
  end 
endmodule  
```
==> impl_metrics.yaml <==
# implementation run metrics
job:
  maxCapViolations: 0
  warning_count: 26
synthesis:
  ys_area_mm2: 0.09424
  yosys_warnings: 1
  ff_type: "edfxtp_1"
  synth-seq-cells: 2048
  syn_inst: 4628
  netlist_area_mm2: 0.09424
  edf_count: 2048
  ys_cells: 4628
  top_area_frac: 0.6526
  postSynthAreaPerCell_um2: 20.36
  topCellsByArea: "edfxtp_1 65%, mux4_2 22%, mux2i_1 2.6%"
  ys_seq_frac: 0.6526
  synth-async-reset-ratio: 0
  yosysTopAreaCell: "edfxtp_1"
  yosysUniqueCellTypes: 54
setup_path:
  arrival_ns: 8.14
  critPathKind: "input port to output port"
  crit_required_ns: 13.68
  cp_max_fo: 51
  worstSetupEndpointType: "output port"
  worst_setup_path_start_kind: "input port"
final_timing:
  rsz0062_at_grt: "false"
  clock.fmax_mhz: 86.51
  relSlewSlack: 0.3495
  worstMarginPinSlew_ns: 0.9757
  finalCriticalPeriod_ns: 11.56
  hold_viol: 0
  min_period_over_period: 0.6760
  setup_tns_ns: 0
  setup_viol: 0
  worst_slack_ns: 5.541
  drv_slew: 0
clock_network:
  cts_setup_buffers: 0
  ctsResizeCount: 0
  htree_levels: 4
  root_buffer: "clkbuf_16"
  clock_path_buffers: 3
  hold_buffers: 0
  numCtsBuffers: 211
  clkTransAtPathRegs_ns: 0.06
  cts.sink_count: 2048
  cts_tree: "done"
layout:
  areaGrowthSynthToFinish_pct: 13.55
  drive_gt1_frac: 0.3432
  fin_cells: 7681
  largest_reg_flops: 2048
  final_util: 0.5746
place:
  gp_congestion: 0.8977
  numPortBuffers: 209
  place_ws_ns: 5.335
  dpl.hpwl_um: 184200
  dp.cells: 7293
drt:
  first_pass_iters: 5
  via_count: 53140
  drt_iter0_markers: 3686
  totalWireLength_um: 314700
  ant_nets: 0
  avgRoutedWirePerCell_um: 40.97
  viasPerCell: 6.918
  route.detailed.drc: 0
outcome:
  status: "completed"
hold_path:
  min_path_cells: 1
  hold_class: "input port to flip-flop"
global_route:
  antenna_found_initial: 10
  grt_max_degree: 65
  grt_util_all_layers: 0.3804
  grt_pass1_wl_um: 443300
  first_global_vias: 59080
  overflow: 0
floorplanning:
  ios: 210
  die-height_um: 436.2
  die_w_um: 436.2
  fp_util: 0.5061
  rows: 158
  die_area_mm2: 0.1902
  core_mm2: 0.1862
pwr:
  p_leak_nw: 33.77
  peakVddDrop_mv: 0.08904
  totalPowerFinal_mw: 11.05
  power.density_mw_per_mm2: 103.2
-- stage by stage --
stage / instance area (µm²) / hold slack [ns]
2_1_floorplan: 94240 / 3.519
3_3_place_gp: 100400 / 4.076
3_5_place_dp: 100400 / 4.081
4_1_cts: 107000 / 3.160
5_1_grt: 107000 / 3.215
6_report: 107000 / 3.211
-- area by class of cell --
type                            instances  area (µm²)
Tap cell                             2480        3103
Sequential cell                      2048       61500
Antenna cell                            8       20.02
Clock buffer                          245        5450
Clock inverter                        135        1142
Inverter                                5       18.77
Fill cell                           13570       79210
Multi-Input combinational cell       2214       31040
Timing Repair Buffer                  546        4740
-- cells by family (layout without fill, tap and decap cells) --
group | Yosys count | count (layout) | synth area share
AND-OR/OR-AND | 467 | 467 | 0.03530
buffers and inverters | 366 | 931 | 0.02169
AND/OR/NAND/NOR | 427 | 427 | 0.02408
other | 0 | 8 | 0
flip-flops | 2048 | 2048 | 0.6526
multiplexers | 1320 | 1320 | 0.2664
-- synthesized netlist by cell type, types with 3 or more instances --
cell,instances
edfxtp_1,2048
a221oi_1,10
a211oi_1,50
a21o_1,4
mux4_2,936
a221o_1,6
mux2i_1,241
o22ai_1,195
o22a_1,12
buf_6,34
buf_1,25
inv_1,5
a2bb2oi_1,5
o221ai_1,11
mux2_2,142
o41ai_1,5
nor3b_1,3
buf_4,76
a22o_1,19
o2111ai_1,16
nand4_1,11
buf_2,104
nand2b_1,11
nor4b_1,16
nor3_1,13
nor2b_1,52
and2_1,11
clkbuf_1,122
o21ai_0,16
nor2_1,102
o2111a_1,4
or3b_2,5
nor4_1,88
a21oi_1,13
nand3b_1,7
nand3_1,11
a22oi_1,90
or2_2,5
nand2_1,81
-- power by group --
part	switching [mW]	total [mW]	internal (mW)
Combinational	0.558	0.981	0.423
Clock	1.97	4.46	2.48
Sequential	0.0234	5.61	5.59
-- critical path, stage by stage --
cell and delay (ns):
buf_8 0.42, buf_4 0.61, buf_4 0.62, buf_4 0.54
buf_4 0.49, mux4_2 0.32, o22ai_1 0.09, nor4_1 0.80
buf_4 0.23, clkdlybuf4s50_1 0.45
-- path summary, 6_finish.rpt --
check	startpoint	end	slack [ns]
setup / recovery	rs2[0]	readdata2[53]	5.54
hold / removal	write_data[1]	Registers[0][1]	3.21
-- cell usage in the layout (no fill, tap or decap), types with 66 or more instances in the layout --
master,n
a22oi_1,90
buf_4,332
clkbuf_16,213
clkdlybuf4s50_1,198
edfxtp_1,2048
mux2_2,142
mux2i_1,241
mux4_2,936
nand2_1,78
nor2_1,66
nor4_1,88
o22ai_1,195
-- layer usage --
metal | part of all wire | wire length, µm | track usage | vias to the layer above
li1 | - | - | - | 21130
met1 | 0.29 | 91570 | 0.4638 | 26980
met2 | 0.46 | 145300 | 0.5214 | 4308
met3 | 0.20 | 62420 | 0.3178 | 687
met4 | 0.046 | 14490 | 0.1281 | 32
met5 | 0.0028 | 873 | 0.02898 | -
No activity file was given, so power comes from the tool's default toggle rates.
