### design/flow/run.sh
#!/bin/bash
# OpenROAD 26Q1-2900-gdf79404cd8, Yosys 0.63+post, stock flow scripts
make -C /OpenROAD-flow-scripts/flow DESIGN_CONFIG=/design/flow/config.mk WORK_HOME=/design/flow/orfs finish
### design/flow/config.mk
export PLATFORM = sky130hd
export DESIGN_NAME = InstructionMemoryMod
export DESIGN_NICKNAME = InstructionMemoryMod
export VERILOG_FILES = /design/flow/design.v
export SDC_FILE = /design/flow/constraint.sdc
export NUM_CORES = 4
export LEC_CHECK = 1
export CORE_AREA = 10 10 70 70
export DIE_AREA = 0 0 80 80
### design/flow/constraint.sdc
current_design InstructionMemoryMod

set clk_period 2.0
set clk_io_pct 0.2

create_clock -name clk0 -period $clk_period

set non_clock_inputs [all_inputs -no_clocks]
set_input_delay [expr $clk_period * $clk_io_pct] -clock clk0 $non_clock_inputs
set_output_delay [expr $clk_period * $clk_io_pct] -clock clk0 [all_outputs]
### design/flow/design.v
module InstructionMemoryMod(InstAddress, Instruction);
  input [63:0] InstAddress;
  output [31:0]Instruction;
  reg [7:0] InstructionMemory [15:0];
  initial
  begin
      InstructionMemory[0] = 8'b10000011;
      InstructionMemory[1] = 8'b00110100;
      InstructionMemory[2] = 8'b10000101;
      InstructionMemory[3] = 8'b00000010;
      InstructionMemory[4] = 8'b10110011;
      InstructionMemory[5] = 8'b10000100;
      InstructionMemory[6] = 8'b10011010;
      InstructionMemory[7] = 8'b0;
      InstructionMemory[8] = 8'b10010011;
      InstructionMemory[9] = 8'b10000100;
      InstructionMemory[10]= 8'b00010100;
      InstructionMemory[11] = 8'b0;
      InstructionMemory[12] = 8'b00100011;
      InstructionMemory[13] = 8'b00110100;
      InstructionMemory[14] = 8'b10010101;
      InstructionMemory[15] = 8'b00000010;
  end
  assign Instruction = { InstructionMemory [InstAddress+3], InstructionMemory [InstAddress+2], InstructionMemory [InstAddress+1], InstructionMemory [InstAddress+0]};  
endmodule
==> results.tsv <==
stage	metric	value	unit
timing	Setup TNS	-0.922	ns
pwr	pwr/cell area	312	nW/um^2
place	RePlAce Congestion	0.916	
timing	Period minus WS final	2.17	ns
worst_hold_path	Hold Startpoint	InstAddress[1]	
worst_hold_path	HP Class	input pin to output pin	
floorplan	die width	80	um
setup_path	CP Launch Type	input pin	
status	violated checks	setup timing	
synth	post-synthesis cell count	135	
layout	Flop area	0	sq um
drt	Routed wire per std cell	17.3	um
synth	post-synth cell types	35	
drt	1st-iter DRT viols	79	
global_routing	vias in the first global route	1415	
setup_path	CP startpoint	InstAddress[0]	
synth	Mapped Area	967	sq um
timing	final count of negative-setup-slack endpoints	12	
setup_path	worst setup path class	input pin to output pin	
timing	Max Slew Vio Count	0	
synth	sequential share of the synthesized area	0	
synth	post-synth top area cell	ha_1	
floorplan	core area	3420	sq um
status	status	finished, violations left	
synth	top cells, area	ha_1 (14%), o21ai_0 (9.8%), mux4_2 (7.0%)	
timing	top achievable clock speed	461	MHz
global_routing	first-pass GRT wire length	7330	um
timing	period utilization	1.08	
floorplan	total die size	6400	sq um
drt	mean number of vias per cell	4.99	
timing	RSZ-0062 raised after global routing	yes	
setup_path	Arr. time, crit path	1.77	ns
floorplan	die span in y	80	um
timing	final hold vios	0	
place	pre-CTS WS	-1.06	ns
global_routing	GRT Resource Usage Total	0.139	
pwr	maximum vdd drop	0.000176	V
setup_path	CP Capture Type	output pin	
drt	vias	1401	
layout	clk_buf instances	0	
setup_path	CP Max Fanout	5	
layout	Design Area, Final	2280	sq um
timing	PnR worst setup slack	-0.170	ns
synth	average cell area after synthesis	7.16	sq um
job	count of tool warnings	103	
drt	TritonRoute pass-1 iters	4	
drt	post-route ant nets	0	
global_routing	initial antenna violation count	0	
drt	n_diodes	0	
layout	Flops	0	
place	port bufs	32	
layout	layout cells sized above 1	0.613	
layout	area grow syn2layout	136	%
pwr	Power Total	0.712	mW
synth	Yosys chip area	967	sq um
global_routing	grt ovf	0	
place	dpl hpwl	2580	um
synth	Yosys Instances	135	
job	max-cap violations	0	
floorplan	FP Core Util	0.283	
clock_network	hold buffer count at CTS	0	
floorplan	FP Rows	21	
drt	total wire length	4860	um
synth	top cells by count	o21ai_0 (19), nand2_1 (17), ha_1 (11), inv_1 (10), a21oi_1 (8)	
place	area of placed instances	1570	sq um
worst_hold_path	Hold Path Depth	4	
pwr	leakage	1.05	nW
floorplan	Ports	96	
synth	Ys Warns	1	
drt	# DRC	0	
setup_path	Worst EP required	1.60	ns
synth	Top cell area share	0.142	
global_routing	largest net degree at the start of global routing	17	
synth	top-count cell post-synth	o21ai_0	
worst paths after layout:
kind	slack [ns]	to
worst max-delay path	-0.17	Instruction[15]
worst min-delay path	1.25	Instruction[9]
power breakdown:
group | total [mW] | leakage, nW | internal (mW) | switching (mW)
Clock | 0 | 0 | 0 | 0
Sequential | 0 | 0 | 0 | 0
Combinational | 0.712 | 1.05 | 0.419 | 0.293
per-layer routing:
metal,wire length (um),vias to the layer above,track usage
met5,0,-,0
li1,-,667,-
met2,2260,60,0.226
met1,2200,668,0.192
met3,340,6,0.0170
met4,59,0,0.0246
layout make-up:
class / instances / area [sq um]
Fill cell: 239 / 1130
Multi-Input combinational cell: 112 / 1130
Timing Repair Buffer: 113 / 1050
Tap cell: 46 / 57.6
Inverter: 10 / 45.0
logic make-up (layout without fill, tap and decap cells):
family / count (synthesis) / in the layout / share of synthesized area
compound gates: 43 / 43 / 0.276
simple gates: 35 / 35 / 0.164
buf+inv: 26 / 123 / 0.144
xor+xnor: 12 / 12 / 0.159
fa+ha+maj: 11 / 11 / 0.142
mux: 7 / 7 / 0.111
other cells: 1 / 4 / 0.00388
per-stage QoR:
stage / hold WS (ns) / util / cells
after floorplan: 0.908 / - / 138
after global placement: 2.01 / 0.461 / 241
after detailed placement: 2.00 / 0.461 / 241
after CTS: 1.31 / 0.622 / 272
after global routing: 1.29 / 0.668 / 281
final: 1.25 / 0.668 / 281
placed cells by master (no fill, tap or decap), drive strengths merged, types with 5 or more instances in the layout:
cell	instances
inv	10
dlygate4sd2	6
ha	11
o21ai	19
a21oi	9
xor2	6
xnor2	6
nor3	5
buf	96
nand2	17
clkbuf	8
worst max-delay path: stages:
cell and delay (ns):
buf_8 0.10, buf_8 0.14, ha_4 0.18, xor2_4 0.21
buf_6 0.13, buf_6 0.11, buf_6 0.10, a311oi_2 0.26
clkbuf_2 0.13
what timing repair did:
action	CTS	global route
buffers inserted	31	12
pin swaps	28	22
endpoints found under the setup margin	28	22
gates resized	153	50
Power is estimated from default activity; no workload was simulated.
